[flow/run.sh]
#!/bin/bash
# OpenROAD 26Q1-2900-gdf79404cd8, Yosys 0.63+post, stock flow scripts
make -C /OpenROAD-flow-scripts/flow DESIGN_CONFIG=/design/flow/config.mk WORK_HOME=/design/flow/orfs finish
[flow/config.mk]
export PLATFORM = sky130hd
export DESIGN_NAME = encoder
export DESIGN_NICKNAME = encoder
export VERILOG_FILES = /design/flow/design.v
export SDC_FILE = /design/flow/constraint.sdc
export NUM_CORES = 4
export LEC_CHECK = 1
export CORE_AREA = 10 10 70 70
export DIE_AREA = 0 0 80 80
[flow/constraint.sdc]
current_design encoder

set clk_period 1.9
set clk_io_pct 0.2

create_clock -name clk0 -period $clk_period

set non_clock_inputs [all_inputs -no_clocks]
set_input_delay [expr $clk_period * $clk_io_pct] -clock clk0 $non_clock_inputs
set_output_delay [expr $clk_period * $clk_io_pct] -clock clk0 [all_outputs]
[flow/design.v]
module encoder (
    input [7:0] in,
    output reg[2:0] out
);
    always @(*) begin
        case (in)
            8'b00000001 : out = 3'b000;  
            8'b00000010 : out = 3'b001;  
            8'b00000100 : out = 3'b010;  
            8'b00001000 : out = 3'b011;  
            8'b00010000 : out = 3'b100;  
            8'b00100000 : out = 3'b101;  
            8'b01000000 : out = 3'b110;  
            8'b10000000 : out = 3'b111;  
            default : out = 3'b000;
        endcase
    end
endmodule
==> summary.rpt <==
OUTCOME
-------------------------------------------------------------------------------------------------
Outcome ............................................................................ complete, no violations

ROUTING
-------------------------------------------------------------------------------------------------
Routed wire length .................................................................       709 um
Via/cell ratio .....................................................................        2.713
ANT nets after route ...............................................................            0
Routed wire per std cell ...........................................................     8.863 um
First drt pass iteration count .....................................................            3
Number of vias in the routed layout ................................................          217
Antenna Diode Count ................................................................            0
Residual DRC .......................................................................            0
DR iter-0 viols ....................................................................            4

PWR
-------------------------------------------------------------------------------------------------
Peak ir drop on the vdd network ....................................................   0.05028 mV
Pwr Total ..........................................................................     51.54 uW
Power per standard cell area ....................................................... 142.5 nW/um2
Lkg Pwr ............................................................................ 0.0001182 uW

CRITICAL PATH
-------------------------------------------------------------------------------------------------
Buffers and inverters on the worst path ............................................            2
Master of the slowest instance on the critical path ................................        or4_1
Cell type group with the largest total delay on the critical path .................. simple AND/OR/NAND/NOR gates
Crit path DRT ......................................................................      1.52 ns
Type of destination of the critical path ........................................... primary output
CP cell instances .................................................................. clkdlybuf4s15_2, or4_1, nor2_1, dlygate4sd2_1
Arrival time reported for the critical path endpoint ...............................      1.45 ns
Worst-path maximum fanout ..........................................................            4
Crit Path Category .................................................................    in -> out
Largest incremental delay on the critical path .....................................      0.52 ns
Startpoint type of the worst setup path ............................................ primary input

MIN PATH
-------------------------------------------------------------------------------------------------
Path type of the worst min-delay path ..............................................    in -> out

DIE
-------------------------------------------------------------------------------------------------
Fp util ............................................................................      0.04212
Placement Rows .....................................................................           21
I/O pin cnt ........................................................................           11
Die Area ...........................................................................     6400 um2
Die y size .........................................................................        80 um
Width of the die ...................................................................        80 um
Core Area ..........................................................................     3416 um2

FINISH
-------------------------------------------------------------------------------------------------
Relative area change from synthesis to final layout ................................       151.3%
Ratio of cells with drive above 1 in the final layout ..............................       0.5294
Final cell area excluding filler cells .............................................    361.6 um2
Total area of sequential cells .....................................................        0 um2
Flip-flops .........................................................................            0
Clkbuf count .......................................................................            0

GLOBAL ROUTING
-------------------------------------------------------------------------------------------------
Met1 track utilization from global routing .........................................      0.03889
All-layer global routing usage .....................................................      0.02240
Largest net degree at the start of global routing ..................................            8
Residual overflow from global routing ..............................................            0
Wire length of the first global-routing pass .......................................      1179 um
Antenna violations before repair ...................................................            0
Global routing met3 resource utilization ...........................................     0.006818
Vias in the first global route .....................................................          246
Global routing usage on met2 .......................................................      0.02568
Most utilized layer in the global route result .....................................         met1

STA
-------------------------------------------------------------------------------------------------
Final Slew Violations ..............................................................            0
Final setup violation count ........................................................            0
Setup repair after global routing missed its margin ................................        false
Fmax achieved ......................................................................    545.1 MHz
Share of the clock period used by the worst path ...................................       0.9655
Post-route minimum period ..........................................................     1.834 ns
Max_slew headroom ..................................................................       0.8337
Measured slew at the worst slew-check pin ..........................................    0.2480 ns
Endpoints failing hold .............................................................            0

YOSYS
-------------------------------------------------------------------------------------------------
Synth warn .........................................................................            1
Mean cell area of the mapped netlist ...............................................    7.573 um2
Post-Synthesis Cell Area ...........................................................    143.9 um2
Post-synth area from yosys stat ....................................................    143.9 um2
Number of cell instances after yosys synthesis .....................................           19
Sequential cell area fraction in the yosys report ..................................            0
Number of distinct library cell variants in the gate-level netlist after synthesis .           11
Cells after Synth ..................................................................           19

PLACE
-------------------------------------------------------------------------------------------------
Final HPWL from detailed placement .................................................     566.6 um
Standard cell area after detailed placement ........................................    344.1 um2
IO buf count .......................................................................           11
Final GP Congestion ................................................................       0.8225

JOB
-------------------------------------------------------------------------------------------------
Log Warnings .......................................................................           32
Number of maximum-capacitance constraint violations ................................            0

CLOCK NETWORK
-------------------------------------------------------------------------------------------------
Post-cts hold buffer count .........................................................            0

[path summary, 6_finish.rpt]
kind / startpoint / endpoint / slack, ns / depth (start not counted)
max: in[2] / out[2] / 0.07 / 4
min: in[1] / out[1] / 1.31 / 4
[layout make-up]
class,count,area (um2)
timing repair buffer,16,121.4
tap,46,57.56
multi-input combinational,18,182.7
fill,402,3054
[power by group]
part / internal [uW] / switching, uW / leakage (uW)
clock: 0 / 0 / 0
sequential: 0 / 0 / 0
combinational: 26.3 / 25.3 / 0.000118
total: 26.3 / 25.3 / 0.000118
[metal layers]
| layer | share of wire | wire (um) | up-vias |
|---|---|---|---|
| li1 | - | - | 112 |
| met1 | 0.60 | 422 | 96 |
| met2 | 0.31 | 218 | 9 |
| met3 | 0.094 | 67 | 0 |
| met4 | 0 | 0 | 0 |
| met5 | 0 | 0 | - |
[cells by family (layout without fill, tap and decap cells)]
family	after synthesis	in the layout	synth area share
buf+inv	1	16	0.03475
compound gates	3	3	0.1652
simple gates	13	13	0.6782
xor+xnor	2	2	0.1218
[per-stage QoR]
stage / setup WS [ns] / setup TNS (ns) / instances / hold WS, ns / utilization
floorplan: 0.5180 / 0 / 19 / 0.7733 / -
global placement: -0.5320 / -1.535 / 80 / 1.807 / 0.1007
detailed placement: -0.5852 / -1.633 / 80 / 1.812 / 0.1007
CTS: 0.008953 / 0 / 80 / 1.344 / 0.1092
global route: 0.0001810 / 0 / 80 / 1.348 / 0.1059
finish: 0.06563 / 0 / 80 / 1.305 / 0.1059
[cells in the final DEF, fill, tap and decap left out]
cell	instances
dlygate4sd2_1	6
nor3_1	1
or4_1	1
clkdlybuf4s15_2	1
clkbuf_2	1
xor2_1	1
nor4_2	1
buf_2	3
buf_4	5
nor4b_2	7
xnor2_1	1
a211oi_1	2
o31a_1	1
nor2_1	3
[synth_stat cells]
cell / number / area (um2)
xnor2_1: 1 / 8.760
a211oi_1: 2 / 15.01
buf_2: 1 / 5.000
or4_1: 1 / 7.510
nor4b_1: 6 / 52.55
nor2_1: 3 / 11.26
nor3_1: 1 / 5.000
nor4b_2: 1 / 15.01
xor2_1: 1 / 8.760
nor4_1: 1 / 6.260
o31a_1: 1 / 8.760
[what timing repair did]
item | 4_1_cts | 5_1_grt
gates cloned | 0 | 0
endpoints found under the hold margin | 0 | 0
gates resized | 30 | 3
buffers inserted | 0 | 0
pin swaps | 3 | 2
endpoints found under the setup margin | 3 | 2
No activity file was given, so power comes from the tool's default toggle rates.
